==> design/flow/design.v <==
`timescale 1ns/1ps
module uart_controller (
    input wire clk,
    input wire rst,
    input wire [3:0] addr,
    input wire [31:0] wdata,
    output reg [31:0] rdata,
    input wire we,
    input wire re,
    input wire uart_rx,
    output reg uart_tx,
    output reg wake
);
    reg [7:0] tx_data;
    reg [7:0] rx_data;
    reg tx_busy;
    reg rx_ready;
    reg [3:0] tx_bit_cnt;
    reg [3:0] rx_bit_cnt;
    reg [9:0] tx_shift;
    reg [9:0] rx_shift;
    reg [15:0] baud_cnt;
    reg rx_prev;
    parameter BAUD_DIV = 868;
    always @(posedge clk or posedge rst) begin
        if (rst) begin
            rdata <= 32'h00000000;
            tx_data <= 8'h00;
            rx_data <= 8'h00;
            tx_busy <= 1'b0;
            rx_ready <= 1'b0;
            tx_bit_cnt <= 4'h0;
            rx_bit_cnt <= 4'h0;
            tx_shift <= 10'h3FF;
            rx_shift <= 10'h000;
            baud_cnt <= 16'h0000;
            uart_tx <= 1'b1;
            wake <= 1'b0;
            rx_prev <= 1'b1;
        end else begin
            wake <= 1'b0;
            if (we) begin
                case (addr[3:0])
                    4'h0: begin
                        tx_data <= wdata[7:0];
                        tx_busy <= 1'b1;
                        tx_shift <= {1'b1, wdata[7:0], 1'b0};  
                        tx_bit_cnt <= 4'd10;
                        baud_cnt <= 16'h0000;
                    end
                endcase
            end
            if (re) begin
                case (addr[3:0])
                    4'h0: rdata <= {24'h000000, tx_data};
                    4'h4: rdata <= {24'h000000, rx_data};
                    4'h8: rdata <= {30'h00000000, rx_ready, tx_busy};
                    default: rdata <= 32'h00000000;
                endcase
            end
            if (tx_busy) begin
                if (baud_cnt == BAUD_DIV - 1) begin
                    baud_cnt <= 16'h0000;
                    uart_tx <= tx_shift[0];
                    tx_shift <= {1'b1, tx_shift[9:1]};
                    tx_bit_cnt <= tx_bit_cnt - 1;
                    if (tx_bit_cnt == 4'd1)
                        tx_busy <= 1'b0;
                end else begin
                    baud_cnt <= baud_cnt + 1;
                end
            end else begin
                uart_tx <= 1'b1;
            end
            rx_prev <= uart_rx;
            if (!uart_rx && rx_prev && !rx_ready && rx_bit_cnt == 4'h0) begin
                rx_bit_cnt <= 4'd10;
                baud_cnt <= 16'h0000;
                wake <= 1'b1;
            end
            if (rx_bit_cnt > 0) begin
                if (baud_cnt == BAUD_DIV - 1) begin
                    baud_cnt <= 16'h0000;
                    rx_shift <= {uart_rx, rx_shift[9:1]};
                    rx_bit_cnt <= rx_bit_cnt - 1;
                    if (rx_bit_cnt == 4'd1) begin
                        rx_data <= rx_shift[8:1];
                        rx_ready <= 1'b1;
                    end
                end else begin
                    baud_cnt <= baud_cnt + 1;
                end
            end
            if (re && addr[3:0] == 4'h4)
                rx_ready <= 1'b0;
        end
    end
endmodule
==> design/flow/run.sh <==
#!/bin/bash
# OpenROAD 26Q1-2900-gdf79404cd8, Yosys 0.63+post, stock flow scripts
make -C /OpenROAD-flow-scripts/flow DESIGN_CONFIG=/design/flow/config.mk WORK_HOME=/design/flow/orfs finish
==> design/flow/config.mk <==
export PLATFORM = sky130hd
export DESIGN_NAME = uart_controller
export DESIGN_NICKNAME = uart_controller
export VERILOG_FILES = /design/flow/design.v
export SDC_FILE = /design/flow/constraint.sdc
export NUM_CORES = 4
export LEC_CHECK = 1
export CORE_UTILIZATION = 40
==> design/flow/constraint.sdc <==
current_design uart_controller

set clk_period 4.5
set clk_io_pct 0.2

create_clock -name clk0 -period $clk_period [get_ports {clk}]

set non_clock_inputs [all_inputs -no_clocks]
set_input_delay [expr $clk_period * $clk_io_pct] -clock clk0 $non_clock_inputs
set_output_delay [expr $clk_period * $clk_io_pct] -clock clk0 [all_outputs]
==> load_flow_metrics.sql <==
-- implementation run metrics
INSERT INTO impl_metrics (metric_group, metric, value, unit) VALUES
('floorplan', 'die_area', '0.00930', 'mm^2'),
('setup_path', 'crit-reg2reg-launch', 'baud_cnt[4]$_DFFE_PP0P_', ''),
('synth', 'ys.flop_type', 'sky130_fd_sc_hd__dfrtp_1', ''),
('worst_hold_path', 'hp-start', 'tx_data[6]$_DFFE_PP0P_', ''),
('sta', 'final_min_period_over_clock_period', '66.4', '%'),
('cts', 'htreeDepth', '3', ''),
('layout', 'nFillCells', '808', ''),
('layout', 'areaGrowthSynthToFinish', '12.6', '%'),
('routing', 'drt_iter0_drcs', '87', ''),
('cts', 'path_clk_slew', '0.09', 'ns'),
('routing', 'postRouteWirelength', '6.72', 'mm'),
('cts', 'ctsResizeCount', '0', ''),
('placed_design', 'dp.cells', '486', ''),
('cts', 'post_cts_buffers', '0', ''),
('setup_path', 'timing.critical_path.arrival', '3.27', 'ns'),
('synth', 'synth-cells-yosys', '362', ''),
('grt', 'globalRouteOverflowTotal', '0', ''),
('setup_path', 'crit_path_start', 'addr[2]', ''),
('floorplan', 'design.portCount', '75', ''),
('floorplan', 'core_area', '0.00868', 'mm^2'),
('routing', 'route.detailed.drc', '0', ''),
('synth', 'edf_count', '0', ''),
('synth', 'fa_ha_area_share', '2.11', '%'),
('sta', 'setup-violations-final', '0', ''),
('cts', 'clock_path_buffers', '2', ''),
('placed_design', 'detailed_place.area', '0.00384', 'mm^2'),
('synth', 'synth_area_per_cell', '9.85', 'um^2'),
('sta', 'achievable-frequency', '335', 'MHz'),
('sta', 'period_minus_slack', '2.99', 'ns'),
('power', 'switching_power', '328', 'uW'),
('synth', 'synthAoiAreaFrac', '8.28', '%'),
('setup_path', 'crit_path_max_fanout', '12', ''),
('routing', 'routed-via-count', '2547', ''),
('routing', 'drt-vias-per-instance', '5.07', ''),
('sta', 'worst_slew_pin_tran', '0.831', 'ns'),
('setup_path', 'crit_required', '4.78', 'ns'),
('worst_hold_path', 'min_path_type', 'reg -> reg', ''),
('grt', 'initial_antenna_violation_count', '0', ''),
('synth', 'synth_flops', '72', ''),
('setup_path', 'critPathLaunchType', 'primary input', ''),
('synth', 'yosys-mux-area-fraction', '8.46', '%'),
('sta', 'finalMaxSlewViolations', '0', ''),
('layout', 'final_core_util', '46.3', '%'),
('layout', 'most_frequent_cells_in_the_layout', '60 x sky130_fd_sc_hd__dfrtp_1, 46 x sky130_fd_sc_hd__nand2_1, 26 x sky130_fd_sc_hd__clkdlybuf4s50_1', ''),
('synth', 'synth.cellmix.xorXnorShare', '0.491', '%'),
('layout', 'postLayoutCellArea', '0.00401', 'mm^2'),
('routing', 'antenna_cells', '0', ''),
('power', 'power.ir.vdd_worst', '0.124', 'mV'),
('power', 'comb_power_share', '7.8', '%'),
('synth', 'post_synth_and_or_nand_nor_area_fraction', '20.9', '%'),
('setup_path', 'kind_of_end_point_of_the_critical_path', 'register', ''),
('synth', 'ys_warn_count', '1', ''),
('grt', 'grt_pass1_wl', '11.0', 'mm'),
('cts', 'tritoncts_clock_tree', 'done', ''),
('sta', 'timing.slew.headroom', '44.4', '%'),
('run_status', 'status', 'complete, no violations', ''),
('synth', 'top_logic_kind', 'simple AND/OR/NAND/NOR gates', ''),
('job', 'drv_cap', '0', ''),
('grt', 'grt_max_degree', '58', ''),
('synth', 'asyncSetResetFlopFracSynth', '100', '%'),
('routing', 'avg_wl_per_cell', '13.4', 'um'),
('synth', 'netlist_area', '0.00357', 'mm^2'),
('synth', 'synth-area-yosys', '0.00357', 'mm^2'),
('placed_design', 'place.gp.congestion', '0.802', ''),
('cts', 'clock_insertion_delay_worst_skew', '0.35', 'ns'),
('cts', 'cts_root_buf', 'sky130_fd_sc_hd__clkbuf_8', ''),
('floorplan', 'die_width', '96.4', 'um'),
('routing', 'drt.antenna.violating_nets', '0', ''),
('floorplan', 'die-height', '96.4', 'um'),
('cts', 'cts_buffers', '9', ''),
('power', 'power.sequential.fraction', '56.9', '%');
registers in the layout (all words and copies together) (netlist names):
name / flops
tx_bit_cnt: 4
rdata: 8
rx_data: 8
tx_shift: 10
uart_tx: 1
rx_shift: 9
baud_cnt: 16
rx_ready: 1
tx_data: 8
rx_bit_cnt: 4
wake: 1
rx_prev: 1
tx_busy: 1
power groups by stage:
stage	logic, mW	clock network [mW]	registers (mW)
finish	0.0998	0.452	0.729
global route	0.116	0.496	0.735
CTS	0.102	0.467	0.729
final cells by class:
| class | count | area [um^2] | share of cell area, % |
|---|---|---|---|
| sequential | 72 | 1820 | 45.3 |
| multi-input combinational | 255 | 1530 | 38.0 |
| timing repair buffer | 29 | 283 | 7.04 |
| tap | 108 | 135 | 3.37 |
| clock buffer | 10 | 128 | 3.18 |
| inverter | 22 | 82.6 | 2.06 |
| clock inverter | 6 | 42.5 | 1.06 |
stage by stage:
step,worst slack (ns),hold slack (ns),power [mW]
after global placement,1.24,0.466,0.839
final,1.51,0.486,1.28
after floorplan,1.79,0.445,0.815
after detailed placement,1.21,0.474,0.842
after CTS,1.55,0.493,1.30
after global routing,1.41,0.508,1.35
Yosys cell counts, types with 2 or more instances:
master | count | area, um^2
sky130_fd_sc_hd__inv_1 | 22 | 82.6
sky130_fd_sc_hd__nand2_1 | 46 | 173
sky130_fd_sc_hd__nor2_1 | 25 | 93.8
sky130_fd_sc_hd__buf_4 | 24 | 180
sky130_fd_sc_hd__a21oi_1 | 16 | 80.1
sky130_fd_sc_hd__o22ai_1 | 8 | 50.1
sky130_fd_sc_hd__clkbuf_1 | 11 | 41.3
sky130_fd_sc_hd__o21ai_0 | 12 | 60.1
sky130_fd_sc_hd__and4_1 | 2 | 17.5
sky130_fd_sc_hd__nor4_1 | 2 | 12.5
sky130_fd_sc_hd__mux2i_1 | 11 | 110
sky130_fd_sc_hd__nand2b_1 | 5 | 31.3
sky130_fd_sc_hd__nand3_1 | 23 | 115
sky130_fd_sc_hd__dfrtp_1 | 60 | 1500
sky130_fd_sc_hd__nand4_1 | 2 | 12.5
sky130_fd_sc_hd__and3_1 | 10 | 62.6
sky130_fd_sc_hd__nor3b_1 | 2 | 15.0
sky130_fd_sc_hd__nor3_1 | 6 | 30.0
sky130_fd_sc_hd__nand3b_1 | 3 | 22.5
sky130_fd_sc_hd__or3_1 | 7 | 43.8
sky130_fd_sc_hd__ha_1 | 6 | 75.1
sky130_fd_sc_hd__a31oi_1 | 5 | 31.3
sky130_fd_sc_hd__mux2_2 | 17 | 191
sky130_fd_sc_hd__a21o_1 | 2 | 15.0
sky130_fd_sc_hd__or4_1 | 3 | 22.5
sky130_fd_sc_hd__dfstp_2 | 12 | 315
sky130_fd_sc_hd__xor2_1 | 2 | 17.5
routing by layer:
layer	vias up	wire length (um)	track usage, %
met3	4	267	3.02
met1	1221	3550	27.2
met5	-	0	0
met2	60	2830	21.6
met4	0	70	1.96
li1	1262	-	-
critical path: stages:
cell and delay (ns):
sky130_fd_sc_hd__clkdlybuf4s50_1 0.72, sky130_fd_sc_hd__nor2_1 0.29, sky130_fd_sc_hd__and3_1 0.49, sky130_fd_sc_hd__nor4_1 0.09
sky130_fd_sc_hd__buf_4 0.21, sky130_fd_sc_hd__or4_1 0.48, sky130_fd_sc_hd__nand3_1 0.09
kinds of logic (layout without fill, tap and decap cells):
| logic type | Yosys count | after routing |
|---|---|---|
| AND/OR/NAND/NOR | 145 | 145 |
| XOR/XNOR | 2 | 2 |
| AND-OR/OR-AND | 50 | 50 |
| flip-flops | 72 | 72 |
| other | 1 | 24 |
| buffers and inverters | 58 | 67 |
| multiplexers | 28 | 28 |
| adder cells (fa/ha/maj) | 6 | 6 |
worst paths after layout:
path	end	cells after the start	slack, ns
max	baud_cnt[10]$_DFFE_PP0P_	7	1.51
min	tx_data[6]$_DFFE_PP0P_	2	0.49
max reg2reg	tx_bit_cnt[2]$_DFF_PP0_	4	1.89
min reg2reg	tx_data[6]$_DFFE_PP0P_	2	0.49
max in group asynchronous	rx_bit_cnt[3]$_DFF_PP0_	3	2.63
min in group asynchronous	tx_data[4]$_DFFE_PP0P_	2	0.82
Power is estimated from default activity; no workload was simulated.
