[flow/constraint.sdc]
current_design rv32i_core

set clk_period 4.9
set clk_io_pct 0.2

create_clock -name clk0 -period $clk_period [get_ports {clk}]

set non_clock_inputs [all_inputs -no_clocks]
set_input_delay [expr $clk_period * $clk_io_pct] -clock clk0 $non_clock_inputs
set_output_delay [expr $clk_period * $clk_io_pct] -clock clk0 [all_outputs]
[flow/design.v]
`timescale 1ns/1ps
module rv32i_core (
    input wire clk,
    input wire rst,
    output reg [31:0] addr,
    output reg [31:0] wdata,
    input wire [31:0] rdata,
    output reg we,
    output reg re,
    output reg [3:0] be
);
    reg [31:0] pc;
    reg [31:0] instruction;
    reg [1:0] state;
    always @(posedge clk or posedge rst) begin
        if (rst) begin
            pc <= 32'h00000000;
            addr <= 32'h00000000;
            wdata <= 32'h00000000;
            we <= 1'b0;
            re <= 1'b0;
            be <= 4'b1111;
            instruction <= 32'h00000013;  
            state <= 2'b00;
        end else begin
            case (state)
                2'b00: begin  
                    addr <= pc;
                    re <= 1'b1;
                    we <= 1'b0;
                    state <= 2'b01;
                end
                2'b01: begin  
                    instruction <= rdata;
                    re <= 1'b0;
                    pc <= pc + 4;
                    state <= 2'b00;
                end
                default: state <= 2'b00;
            endcase
        end
    end
endmodule
[flow/config.mk]
export PLATFORM = sky130hd
export DESIGN_NAME = rv32i_core
export DESIGN_NICKNAME = rv32i_core
export VERILOG_FILES = /design/flow/design.v
export SDC_FILE = /design/flow/constraint.sdc
export NUM_CORES = 4
export LEC_CHECK = 1
export CORE_UTILIZATION = 30
[flow/run.sh]
#!/bin/bash
# OpenROAD 26Q1-2900-gdf79404cd8, Yosys 0.63+post, stock flow scripts
make -C /OpenROAD-flow-scripts/flow DESIGN_CONFIG=/design/flow/config.mk WORK_HOME=/design/flow/orfs finish
==> results.cfg <==
; synthesis and place-and-route metrics
[logic_synthesis]
syn_area_um2 = 2830
ys_ff = 63
synthCells = 221
yosysChipArea_um2 = 2830
syn_area_per_cell_um2 = 12.81
yosysUniqueCellTypes = 24
synth_seq_share_pct = 55.75
ys_warn_count = 1
yosys_cells = 221

[critical_path]
cp_top_family = buffers and inverters
worst-path-buf-inv = 1
start_kind = flop
cp_cell_sequence = clkdlybuf4s50_1
critPathCaptureType = output pin
critPathSlowestCell = clkdlybuf4s50_1
path_class = flop to output pin
slowest_delay_ps = 470
critical_path_required_ps = 3920
worstPathMaxFanout = 2
cp.arrival_ps = 1170

[route]
vias = 1574
met1_length_um = 2064
first_pass_iters = 5
routed-wl-met2_um = 1849
totalWireLength_um = 4257
wl_per_cell_um = 11.35
viasPerCell = 4.197
drtIter0Drc = 65
ant_nets = 0
num_antenna_cells = 0
dr.max_layer_used = met4
drc = 0
route.met3.wl_um = 279

[timing]
setup_tns_ps = 0
fmax_mhz = 465.0
rsz0062_at_grt = no
max_slew_margin_pct = 51.16
hold_violations = 0
setup_viol_count_final = 0
finalClockPeriodUsage_pct = 43.88
fin_worst_skew_ps = 10.22
worst_pin_slew_ps = 732.6
slew_violations = 0
period_needed_ps = 2150

[clock_network]
htreeDepth = 3
holdBufCountCts = 0
clk_pin_slew_worst_paths_ps = 70
clk_latency_ps = 330
clkSinkCount = 63
cts_made_buffers = 9
cts_tree = done
cts_root_buffer = clkbuf_8
cts_setup_buffers = 0
clock_path_buffers = 2
cts_resized = 0

[cells_and_area]
instances_no_fill = 375
final.fill_count = 911
drive_gt1_share_pct = 20.45
final_area_um2 = 3294
final_common_cell = dfrtp_1
final_layout_top_logic_cells = dfrtp_1 (62), conb_1 (39), clkdlybuf4s50_1 (32)
syn2layout_area_growth_pct = 16.40

[min_path]
hp-class = flop to flop

[power]
p_per_area_nw_per_um2 = 276.6
ir_drop_mv = 0.1428
p_leak_uw = 0.001583

[global_routing]
grt_antenna_before_repair = 0
grt_max_degree = 35
grt_pass1_vias = 1496
grt.overflow.total = 0
grt_usage_pct = 9.658
grt_pass1_wl_um = 7376

[placed_design]
portBuffers = 32
placed_area_um2 = 3127
dp.cells = 359
dpl.hpwl_um = 2820
place_congestion = 0.7002

[job]
warning_count = 57
drv_cap = 0

[floorplanning]
die_area_um2 = 9827
die_h_um = 99.13
design.core.area_um2 = 9196
rows = 35
pin_count = 104
die_x_um = 99.13
initial_core_util_pct = 30.78

[status]
outcome = finished clean
area by class of cell:
type / count / area, µm² / share of cell area, %
Clock buffer: 12 / 145.1 / 4.406
Sequential cell: 63 / 1578 / 47.89
Inverter: 3 / 11.26 / 0.3418
Tap cell: 111 / 138.9 / 4.216
Multi-Input combinational cell: 149 / 1071 / 32.51
Timing Repair Buffer: 33 / 327.8 / 9.951
Clock inverter: 4 / 22.52 / 0.6836
logic make-up after synthesis:
family | count (synthesis) | share of synthesized area [%]
muxes | 31 | 12.33
xor gates and xnor gates | 29 | 8.974
adders and majority gates | 1 | 0.4420
other | 2 | 0.2654
and+or+nand+nor | 49 | 10.92
DFF | 63 | 55.75
buffers and inverters | 46 | 11.32
per-stage QoR:
step           power (µW)  hold slack, ps  util, %  setup WS (ps)
3_3_place_gp        543.4           463.0    34.00           2517
3_5_place_dp        542.8           469.5    34.00           2523
6_report            911.1           475.1    35.82           2750
5_1_grt             958.0           508.9    35.82           2694
2_1_floorplan       559.5           349.7        -           2352
4_1_cts             931.3           480.9    35.82           2724
per-layer routing:
| layer | GRT usage, % | up-vias |
|---|---|---|
| met3 | 3.145 | 10 |
| met5 | 0 | - |
| met2 | 13.99 | 51 |
| li1 | - | 747 |
| met1 | 15.02 | 766 |
| met4 | 1.357 | 0 |
sequential cells by signal, summed over array words and instances, names as in the netlist:
signal and cells:
pc 30, addr 30, state 2, re 1
cell usage after synthesis:
| cell type | number | area [µm²] |
|---|---|---|
| nor4_1 | 1 | 6.260 |
| and3_1 | 3 | 18.77 |
| nor3_1 | 1 | 5.000 |
| nor4_4 | 2 | 42.54 |
| xnor2_1 | 24 | 210.2 |
| nor3_2 | 1 | 10.01 |
| nand4_1 | 8 | 50.05 |
| xor2_1 | 5 | 43.79 |
| nand4_2 | 1 | 12.51 |
| dfstp_2 | 1 | 26.28 |
| nand3_1 | 11 | 55.05 |
| mux2_2 | 31 | 349.1 |
| ha_1 | 1 | 12.51 |
| dfrtp_1 | 62 | 1551 |
| nor2_1 | 7 | 26.28 |
| conb_1 | 2 | 7.510 |
| buf_1 | 3 | 11.26 |
| and4_1 | 2 | 17.52 |
| inv_1 | 3 | 11.26 |
| buf_4 | 39 | 292.8 |
| nand2_1 | 10 | 37.54 |
| nand4_4 | 1 | 21.27 |
| buf_2 | 1 | 5.000 |
| or2_2 | 1 | 6.260 |
power by group:
part           switching, µW  internal (µW)
clock network            184            195
registers                  0            520
logic                   10.5           1.28
total                    195            716
worst paths after layout:
path                                       from                   end  slack [ps]  cells past startpoint
setup / recovery           addr[17]$_DFFE_PP0P_              addr[17]        2750                      1
hold / removal               pc[31]$_DFFE_PP0P_    pc[31]$_DFFE_PP0P_         480                      1
setup reg to reg             state[1]$_DFF_PP0_    pc[31]$_DFFE_PP0P_        3060                      4
hold reg to reg              pc[31]$_DFFE_PP0P_    pc[31]$_DFFE_PP0P_         480                      1
max in group asynchronous                   rst    state[0]$_DFF_PP1_        2960                      3
min in group asynchronous                   rst  addr[22]$_DFFE_PP0P_        1060                      2
Power is estimated from default activity; no workload was simulated.
