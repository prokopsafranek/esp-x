--- config.mk ---
export PLATFORM = sky130hd
export DESIGN_NAME = spi_flash_controller
export DESIGN_NICKNAME = spi_flash_controller
export VERILOG_FILES = /design/flow/design.v
export SDC_FILE = /design/flow/constraint.sdc
export NUM_CORES = 4
export LEC_CHECK = 1
export CORE_UTILIZATION = 50
--- constraint.sdc ---
current_design spi_flash_controller

set clk_period 6.3
set clk_io_pct 0.2

create_clock -name clk0 -period $clk_period [get_ports {clk}]

set non_clock_inputs [all_inputs -no_clocks]
set_input_delay [expr $clk_period * $clk_io_pct] -clock clk0 $non_clock_inputs
set_output_delay [expr $clk_period * $clk_io_pct] -clock clk0 [all_outputs]
--- design.v ---
`timescale 1ns/1ps
module spi_flash_controller (
    input wire clk,
    input wire rst,
    input wire [23:0] addr,
    output reg [31:0] rdata,
    input wire re,
    output reg spi_cs,
    output reg spi_sclk,
    output reg spi_mosi,
    input wire spi_miso
);
    localparam IDLE = 3'd0;
    localparam CMD = 3'd1;
    localparam ADDR = 3'd2;
    localparam READ = 3'd3;
    localparam DONE = 3'd4;
    reg [2:0] state;
    reg [5:0] bit_cnt;
    reg [7:0] cmd;
    reg [23:0] addr_buf;
    reg [31:0] data_buf;
    reg sclk_en;
    parameter READ_CMD = 8'h03;
    always @(posedge clk or posedge rst) begin
        if (rst) begin
            state <= IDLE;
            spi_cs <= 1'b1;
            spi_sclk <= 1'b0;
            spi_mosi <= 1'b0;
            rdata <= 32'h00000000;
            bit_cnt <= 6'd0;
            cmd <= 8'h00;
            addr_buf <= 24'h000000;
            data_buf <= 32'h00000000;
            sclk_en <= 1'b0;
        end else begin
            case (state)
                IDLE: begin
                    spi_cs <= 1'b1;
                    spi_sclk <= 1'b0;
                    sclk_en <= 1'b0;
                    if (re) begin
                        spi_cs <= 1'b0;
                        cmd <= READ_CMD;
                        addr_buf <= addr;
                        bit_cnt <= 6'd8;
                        state <= CMD;
                        sclk_en <= 1'b1;
                    end
                end
                CMD: begin
                    spi_sclk <= ~spi_sclk;
                    if (spi_sclk) begin
                        spi_mosi <= cmd[7];
                        cmd <= {cmd[6:0], 1'b0};
                    end else begin
                        bit_cnt <= bit_cnt - 1;
                        if (bit_cnt == 6'd1) begin
                            bit_cnt <= 6'd24;
                            state <= ADDR;
                        end
                    end
                end
                ADDR: begin
                    spi_sclk <= ~spi_sclk;
                    if (spi_sclk) begin
                        spi_mosi <= addr_buf[23];
                        addr_buf <= {addr_buf[22:0], 1'b0};
                    end else begin
                        bit_cnt <= bit_cnt - 1;
                        if (bit_cnt == 6'd1) begin
                            bit_cnt <= 6'd32;
                            state <= READ;
                        end
                    end
                end
                READ: begin
                    spi_sclk <= ~spi_sclk;
                    if (!spi_sclk) begin
                        data_buf <= {data_buf[30:0], spi_miso};
                        bit_cnt <= bit_cnt - 1;
                        if (bit_cnt == 6'd1) begin
                            state <= DONE;
                        end
                    end
                end
                DONE: begin
                    spi_cs <= 1'b1;
                    spi_sclk <= 1'b0;
                    rdata <= data_buf;
                    state <= IDLE;
                end
                default: state <= IDLE;
            endcase
        end
    end
endmodule
--- run.sh ---
#!/bin/bash
# OpenROAD 26Q1-2900-gdf79404cd8, Yosys 0.63+post, stock flow scripts
make -C /OpenROAD-flow-scripts/flow DESIGN_CONFIG=/design/flow/config.mk WORK_HOME=/design/flow/orfs finish
==> impl_metrics.json <==
{
  "status": "completed",
  "max-cap-violations": 0,
  "edf_count": 0,
  "fp_util_pct": 52.1,
  "number_of_gates_resized_after_cts": 0,
  "synth_warnings": 1,
  "route.final.wire_length_mm": 7.66,
  "fmaxAchievable_mhz": 377,
  "placedInstanceArea_sq_um": 5280,
  "placement.io_buffers": 62,
  "grt_antenna_before_repair": 0,
  "yosys_cells": 357,
  "sequentialPowerShare_pct": 61.6,
  "die_area_sq_um": 9520,
  "via_count": 2848,
  "lay_top_count": "sky130_fd_sc_hd__dfrtp_1",
  "data_arrival_time_of_the_worst_path_ns": 1.39,
  "die_width_um": 97.6,
  "timing.final.hold_violations": 0,
  "total_leakage_power_nw": 2.75,
  "routed_wire_length_per_instance_um": 14.4,
  "total_power_mw": 1.15,
  "post_route_cells_drive_above_1_share_pct": 22.7,
  "drt-vias-per-instance": 5.36,
  "first_iter_violations": 96,
  "post_synth.cell_area_avg_sq_um": 12.8,
  "via_count_of_the_first_global_routing_pass": 2864,
  "clk-insertion-delay-late_ns": 0.37,
  "finish.cell_count_without_fillers": 531,
  "tritoncts": "built",
  "worst_ir_drop_vdd_uv": 143,
  "detail-route-antenna-nets": 0,
  "grt-ovfl-total": 0,
  "largest_fanout_of_any_net_on_the_critical_path": 8,
  "gpl.final_weighted_congestion": 0.721,
  "diodes": 0,
  "grt_setup_unrepaired": "no",
  "dp.final_hpwl_mm": 4.96,
  "power_switching_share_pct": 22.7,
  "synth_sequential_area_ratio_pct": 60.3,
  "grt_start_max_net_pins": 48,
  "fin_tns_setup_ns": 0,
  "critical_path_required_ns": 5.04,
  "hold_buffers": 0,
  "share_of_the_core_filled_with_cells_pct": 62.4,
  "psw_mw": 0.261,
  "critical_path.endpoint_type": "output port",
  "ys.flops": 110,
  "fin_skew_ns": 0.0124,
  "worst_slew_margin_rel_pct": 61.3,
  "cts-buffers-inserted": 9,
  "dieHeight_um": 97.6,
  "postCtsSetupRepairBufs": 0,
  "power_frac_clock_pct": 35.6,
  "placed_cells": 515,
  "areaGrowthSynthToFinish_pct": 19.7,
  "timing.final.ws_setup_ns": 3.65,
  "crit_buf_inv": 1,
  "critical_path.top_delay_family": "buffers and inverters",
  "worst-slew-pin-transition_ns": 0.581,
  "category_of_the_critical_setup_timing_path": "flop to output port",
  "pwr-share-comb_pct": 2.8,
  "syn_area_sq_um": 4570,
  "warnings": 27,
  "timing.hold.worst.class": "flop to flop",
  "clock_path_buffers": 2,
  "post-route-min-period_ns": 2.65,
  "worstPathCellList": "clkdlybuf4s50_1",
  "boundaryPins": 63,
  "power_density_nw_per_um2": 210,
  "route.detailed.drc": 0,
  "tritoncts_num_sinks": 110,
  "layout_top_cells": "sky130_fd_sc_hd__dfrtp_1, sky130_fd_sc_hd__mux2_2, sky130_fd_sc_hd__clkdlybuf4s50_1",
  "grt_pass1_wl_mm": 13.6,
  "maxSlewViolCount": 0,
  "internal_power_mw": 0.887,
  "clock_tree.htree_level_count": 3,
  "timing.reg2reg.setup_slack_ns": 4.42,
  "rows": 34,
  "post-place-ws_ns": 3.18,
  "cpPeakStageDelay_ns": 0.53,
  "cpMaxStageDelayCell": "sky130_fd_sc_hd__clkdlybuf4s50_1",
  "drt-pass1-iter-count": 4,
  "gr_usage_total_pct": 18.3,
  "cts-root-buf": "sky130_fd_sc_hd__clkbuf_8",
  "yosys-stat-area_sq_um": 4570,
  "fin_area_sq_um": 5470,
  "finalHoldWorstSlack_ns": 0.487,
  "core_area_sq_um": 8760,
  "startpoint_type": "flop",
  "clk_pin_slew_worst_paths_ns": 0.09,
  "setup_viol": 0,
  "min_period_over_period_pct": 42.1,
  "predominant_post_synthesis_flop_cell": "sky130_fd_sc_hd__dfrtp_1",
  "async_flop_share_pct": 100,
  "syn_inst": 357,
  "yosysUniqueCellTypes": 36
}
## power groups by stage
| stage | Clock [mW] | Combinational [mW] | Sequential (mW) |
|---|---|---|---|
| finish | 0.408 | 0.0327 | 0.707 |
| global route | 0.454 | 0.0369 | 0.707 |
| CTS | 0.428 | 0.0341 | 0.707 |
## kinds of logic after synthesis
kind of cell | synth area share (%)
fa+ha+maj | 0.548
xor+xnor | 0.383
simple gates | 6.27
flops | 60.3
mux | 21.5
buf+inv | 2.93
compound gates | 8.08
## flip-flops by register name (all words and copies together) (netlist names)
register  count
data_buf     32
rdata        32
addr_buf     24
cmd           8
bit_cnt       6
state         5
spi_cs        1
spi_mosi      1
spi_sclk      1
## cells in the mapped netlist (2+ instances only)
master	instances	share of area [%]
sky130_fd_sc_hd__nand3_1	6	0.66
sky130_fd_sc_hd__and3_1	2	0.27
sky130_fd_sc_hd__nand2_1	16	1.3
sky130_fd_sc_hd__clkbuf_1	5	0.41
sky130_fd_sc_hd__buf_2	11	1.2
sky130_fd_sc_hd__mux2i_1	25	5.5
sky130_fd_sc_hd__mux2_2	65	16
sky130_fd_sc_hd__inv_1	10	0.82
sky130_fd_sc_hd__dfstp_2	2	1.2
sky130_fd_sc_hd__o2111ai_1	2	0.38
sky130_fd_sc_hd__nor2_1	30	2.5
sky130_fd_sc_hd__nor3_1	4	0.44
sky130_fd_sc_hd__a21oi_1	28	3.1
sky130_fd_sc_hd__dfrtp_1	108	59
sky130_fd_sc_hd__buf_6	2	0.49
sky130_fd_sc_hd__ha_1	2	0.55
sky130_fd_sc_hd__o21ai_0	20	2.2
## worst paths after layout
kind | from | endpoint | depth (start not counted)
worst min-delay path | state[1]$_DFF_PP0_ | spi_sclk$_DFFE_PP0P_ | 1
worst max register to register | state[2]$_DFF_PP0_ | addr_buf[19]$_DFFE_PP0P_ | 7
min in group asynchronous | rst | addr_buf[15]$_DFFE_PP0P_ | 2
worst min register to register | state[1]$_DFF_PP0_ | spi_sclk$_DFFE_PP0P_ | 1
max in group asynchronous | rst | bit_cnt[4]$_DFFE_PP0P_ | 4
worst max-delay path | spi_sclk$_DFFE_PP0P_ | spi_sclk | 1
## area by class of cell
| type | instances | area, sq um |
|---|---|---|
| fillers | 724 | 3290 |
| flip-flops and latches | 110 | 2760 |
| inverters | 10 | 40.0 |
| well taps | 108 | 135 |
| repair buffers | 68 | 666 |
| multi-input cells | 219 | 1680 |
| clock inverters | 5 | 52.6 |
| clock buffers | 11 | 141 |
## per-layer routing
metal  track usage (%)  share of wire, %  up-vias
met3              4.39               4.2        5
met4              1.47               1.0        0
met5                 0                 0        -
li1                  -                 -     1373
met2              27.2                46       38
met1              30.8                49     1432
No activity file was given, so power comes from the tool's default toggle rates.
